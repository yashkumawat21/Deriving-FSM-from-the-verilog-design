`flow/config.mk`:
```
export PLATFORM = sky130hd
export DESIGN_NAME = fsm
export DESIGN_NICKNAME = fsm
export VERILOG_FILES = /design/flow/design.v
export SDC_FILE = /design/flow/constraint.sdc
export NUM_CORES = 4
export LEC_CHECK = 1
export CORE_AREA = 10 10 70 70
export DIE_AREA = 0 0 80 80
```
`flow/constraint.sdc`:
```
current_design fsm

set clk_period 1.0
set clk_io_pct 0.2

create_clock -name clk0 -period $clk_period [get_ports {clk}]

set non_clock_inputs [all_inputs -no_clocks]
set_input_delay [expr $clk_period * $clk_io_pct] -clock clk0 $non_clock_inputs
set_output_delay [expr $clk_period * $clk_io_pct] -clock clk0 [all_outputs]
```
`flow/design.v`:
```
module fsm( clk, rst, inp, outp);
input clk, rst, inp;
output outp;
reg [1:0] state;
reg outp;
always @( posedge clk, posedge rst )
begin
if( rst )
state <= 2'b00;
else
begin
case (state)
2'b00:
begin
if (inp) state <= 2'b01;
else state <= 2'b10;
end
2'b01:
begin
if (inp) state <= 2'b11;
else state <= 2'b10;
end
2'b10:
begin
if (inp) state <= 2'b01 ;
else state <= 2'b11 ;
end
2'b11:
begin
if (inp) state <= 2'b01 ;
else state <= 2'b10 ;
end
endcase
end
end
always @(posedge clk, posedge rst)
begin
if( rst )
outp <= 0;
else if( state == 2'b11 )
outp <= 1;
else outp <= 0;
end
endmodule
```
`flow/run.sh`:
```
#!/bin/bash
# OpenROAD 26Q1-2900-gdf79404cd8, Yosys 0.63+post, stock flow scripts
make -C /OpenROAD-flow-scripts/flow DESIGN_CONFIG=/design/flow/config.mk WORK_HOME=/design/flow/orfs finish
```
==> results.yml <==
# physical design summary
run_status:
  status: "completed"
worst_setup_path:
  r2r_slack_ns: 0.24
  cpPeakStageDelay_ns: 0.35
  path_delay_family: "flip-flops"
  crit_buf_inv: 1
  worstPathMaxFanout: 1
  arrival_ns: 0.68
  critPathSlowestCell: "dfrtp_1"
  end_kind: "primary output"
  crit_chain: "clkbuf_2"
  critPathLaunchType: "flop"
  path_class: "reg -> out"
  cp.required_ns: 0.80
die:
  rows: 21
  die.size.y_um: 80
  core-area_um2: 3420
  die-width_um: 80
  chip_area_um2: 6400
  fp-utilization_pct: 4.87
  io-pin-count: 4
synth:
  yosys_warnings: 1
  most_common_cell: "dfrtp_1"
  netlist-cell-type-count: 8
  synthArstFlopShare_pct: 100
  yosysTopAreaCell: "dfrtp_1"
  syn-cell-area_um2: 166
  syn_area_per_cell_um2: 15.1
  seq_area_frac_synth_pct: 75.9
  ys_ff: 5
  netlist_instances: 11
  synth-edff-count: 0
  flop_cell: "dfrtp_1"
  top_cell_area_share_pct: 60.2
  area_leaders: "dfrtp_1, dfstp_2, mux2_4"
  synth_chip_area_um2: 166
  yosysCellCount: 11
final_timing:
  setup_slack_ns: 0.116
  grt_setup_unrepaired: "false"
  fmax_mhz: 1130
  hold_violations: 0
  finalCritPeriodShare_pct: 88.4
  clock_skew_ns: 0.000967
  finalSetupViolCount: 0
  slew_viol_final: 0
  period_minus_slack_ns: 0.884
detailed_routing:
  diodes: 0
  vias_per_cell: 1.57
  first_pass_iters: 2
  ant_nets: 0
  vias: 102
  wire_per_inst_um: 4.69
  drc: 0
  drt_iter0_drc: 5
  wirelength_um: 305
cts:
  cts_buffers: 3
  clk_path_buf_depth: 2
  cts_sinks: 5
  clockRootBuffer: "clkbuf_4"
  cts_tree: "yes"
  worst_skew_pair.late_latency_ns: 0.24
  h-tree-depth: 1
  path_clk_slew_ns: 0.04
finish:
  instances_no_fill: 65
  comb_area_um2: 36.3
  n_fill_cell: 406
  seq_area_um2: 126
  drive_gt1_share_pct: 36.8
  area_growth_pct: 69.9
global_routing:
  grt_pass1_wl_um: 503
  overflow: 0
  grt_usage_pct: 1.21
  antenna_found_initial: 0
  grt_max_degree: 6
  grt_pass1_vias: 113
placement:
  gp_routability_congestion: 0.607
  port_buffers: 3
  dp_slack_ns: -0.135
  dp.cells: 61
pwr:
  peakVddDrop_mv: 0.332
  p_per_area_nw_per_um2: 1740
  p_leak_nw: 0.112
flow_run:
  tool_warnings: 25
  cap_violations: 0
worst_hold_path:
  hp-class: "in -> async"
## placed cells by master (no fill, tap or decap)
| master | count |
|---|---|
| dfstp_2 | 1 |
| inv_1 | 1 |
| dfrtp_1 | 4 |
| nor2_1 | 1 |
| clkbuf_1 | 1 |
| conb_1 | 1 |
| mux2_4 | 1 |
| clkbuf_4 | 3 |
| nor3_1 | 1 |
| buf_4 | 1 |
| clkbuf_2 | 1 |
| clkdlybuf4s50_1 | 2 |
| o31a_1 | 1 |
## repair_timing
item,4_1_cts,5_1_grt
endpoints found under the hold margin,0,0
gates cloned,0,0
hold buffers,0,0
setup endpoints to repair,1,1
setup buffers,0,0
gates resized,2,1
## power breakdown
part	switching, W	internal (W)
Clock	0.0000781	0.000151
Combinational	0.0000110	0.0000218
Sequential	0.00000876	0.000222
## logic make-up after synthesis
logic type             after synthesis  synth area share (%)
buffers and inverters                1                  2.25
AND/OR/NAND/NOR                      2                  5.26
multiplexers                         1                  9.02
other                                1                  2.25
AND-OR/OR-AND                        1                  5.26
flip-flops                           5                  75.9
## routing by layer
layer | vias up | track usage, % | part of all wire, %
li1 | 50 | - | -
met1 | 45 | 1.07 | 42
met2 | 7 | 1.20 | 34
met3 | 0 | 2.27 | 23
met4 | 0 | 0.176 | 0
met5 | - | 0 | 0
## per-stage QoR
stage	setup TNS (ns)	area, µm²	utilization [%]	total power, W	hold slack [ns]
after global placement	-0.163	262	7.66	0.000269	0.394
after detailed placement	-0.153	262	7.66	0.000271	0.401
after floorplan	0	166	-	0.000245	-0.0222
final	0	283	8.28	0.000492	0.164
after CTS	0	288	8.42	0.000506	0.169
after global routing	0	283	8.28	0.000538	0.170
## worst paths after layout
path	from	end	depth (start not counted)
max in group asynchronous	rst	state[0]$_DFF_PP1_	2
setup reg to reg	state[2]$_DFF_PP0_	state[1]$_DFF_PP0_	2
setup / recovery	outp$_DFF_PP0_	outp	1
hold / removal	rst	outp$_DFF_PP0_	2
min in group clk0	state[3]$_DFF_PP0_	outp$_DFF_PP0_	0
hold reg to reg	state[3]$_DFF_PP0_	outp$_DFF_PP0_	0
## layout make-up
class	instances	area share, %
clock buffer	4	9.29
inverter	1	1.33
multi-input combinational	5	12.8
sequential	5	44.7
tap	46	20.4
timing repair buffer	4	11.5
## state kept, by name, summed over array words and instances (netlist names)
signal and flops:
state 4, outp 1
Power and IR drop assume default switching activity.
